File: design.v
module Instr_Memory_MIPS 
#(parameter Ins_mem_width = 32 ,
            Ins_mem_depth = 256 )(
  input wire [Ins_mem_width - 1 : 0]   rd_add_ins,
  output reg [Ins_mem_width - 1 : 0]   instr_out
);
reg [Ins_mem_width-1:0] instr_mem [Ins_mem_depth-1:0];
always @*
  begin
    instr_out = instr_mem[rd_add_ins];
  end
  initial
    begin
      instr_mem['h0]  = 'h20020005;
      instr_mem['h4]  = 'h2003000c;
      instr_mem['h8]  = 'h2067fff7;
      instr_mem['hc]  = 'h00e22025;
      instr_mem['h10] = 'h00642824;
      instr_mem['h14] = 'h00a42820;
      instr_mem['h18] = 'h10a7000a;
      instr_mem['h1c] = 'h0064202a;
      instr_mem['h20] = 'h10800001;
      instr_mem['h24] = 'h20050000;
      instr_mem['h28] = 'h00e2202a;
      instr_mem['h2c] = 'h00853820;
      instr_mem['h30] = 'h00e23822;
      instr_mem['h34] = 'hac670044;
      instr_mem['h38] = 'h8c020050;
      instr_mem['h3c] = 'h08000011;
      instr_mem['h40] = 'h20020001;
      instr_mem['h44] = 'hac020054;
end
endmodule 
File: run.sh
#!/bin/bash
# OpenROAD 26Q1-2900-gdf79404cd8, Yosys 0.63+post, stock flow scripts
make -C /OpenROAD-flow-scripts/flow DESIGN_CONFIG=/design/flow/config.mk WORK_HOME=/design/flow/orfs finish
File: config.mk
export PLATFORM = sky130hd
export DESIGN_NAME = Instr_Memory_MIPS
export DESIGN_NICKNAME = Instr_Memory_MIPS
export VERILOG_FILES = /design/flow/design.v
export SDC_FILE = /design/flow/constraint.sdc
export NUM_CORES = 4
export LEC_CHECK = 1
export CORE_AREA = 10 10 70 70
export DIE_AREA = 0 0 80 80
export SYNTH_MEMORY_MAX_BITS = 65536
File: constraint.sdc
current_design Instr_Memory_MIPS

set clk_period 1.9
set clk_io_pct 0.2

create_clock -name clk0 -period $clk_period

set non_clock_inputs [all_inputs -no_clocks]
set_input_delay [expr $clk_period * $clk_io_pct] -clock clk0 $non_clock_inputs
set_output_delay [expr $clk_period * $clk_io_pct] -clock clk0 [all_outputs]
==> impl_metrics.yaml <==
# generated from flow reports
power:
  pwr-share-comb_pct: 100.0
  power.internal_w: 0.000148
  clock_power_share_pct: 0
  p_leak_nw: 0.605
  power_frac_seq_pct: 0
  netSwitchingFraction_pct: 43.4
  vdd.ir_drop.worst_mv: 0.0806
  power-per-cell-area_nw_per_um2: 208
  design_power_total_w: 0.000262
  power.switching_w: 0.000114
die:
  floorplan.die.width_um: 80
  io-pin-count: 64
  die_y_um: 80
  fp.dieArea_um2: 6400
  num_rows: 21
  placeableCoreArea_um2: 3420
  fraction_of_the_core_area_occupied_by_cells_at_floorplan_pct: 19.5
synth:
  syn-cell-area_um2: 666
  synth-warning-count: 1
  postSynthAreaPerCell_um2: 7.40
  synthDistinctLibCells: 38
  netlist_instances: 90
  yosys-stat-area_um2: 666
  cells_in_synth_stat_txt: 90
  synth_seq_share_pct: 0
grt:
  grt_util_all_layers_pct: 7.84
  grt_remaining_overflow: 0
  wire_length_of_the_first_global_routing_pass_mm: 4.30
  number_of_global_route_vias_before_repair: 859
  maximum_number_of_pins_on_one_net_before_global_route_repair: 12
  antenna_found_initial: 0
drt:
  vias_per_cell: 4.53
  ant_nets: 0
  violation_count_after_the_first_detailed_routing_iteration: 44
  drc: 0
  antennaDiodeCount: 0
  drt-wirelength-per-cell_um: 13.9
  drt_pre_antenna_iters: 4
  wl_mm: 2.61
  detailroute.via_count: 851
critical_path:
  worst-setup-path-type: "input pin to primary output"
  end_kind: "primary output"
  arrival_ns: 1.47
  startpoint_type_of_the_worst_setup_path: "input pin"
  timing.critical_path.required_ns: 1.52
  path_max_fanout: 7
final_timing:
  rsz0062_at_grt: "false"
  fmaxAchievable_mhz: 541
  timing.final.hold_violations: 0
  setup_viol: 0
  post-route-period-util_pct: 97.2
  final-max-slew-violation-count: 0
  worst_hold_slack_ns: 1.22
  fin_crit_ns: 1.85
finish:
  share_of_cells_above_drive_strength_1_pct: 57.7
  stdcell_area_um2: 1260
  clock_buffers: 0
  layout-area-overhead-vs-synth_pct: 89.3
  layout.filler_cells: 352
  area.sequential_um2: 0
  seq_cells: 0
placement:
  gp_congestion: 0.861
  buffer_ports.inserted: 32
  place_hpwl_mm: 1.87
  placed_area_um2: 1110
worst_hold_path:
  worstHoldPathType: "input pin to primary output"
clocking:
  ctsHoldBuffers: 0
run_status:
  run_status: "finished, final reports clean"
job:
  maxCapViolCount: 0
  warnings: 67
-- final timing paths --
check | depth (start not counted) | to | from
worst max-delay path | 6 | instr_out[16] | rd_add_ins[2]
worst min-delay path | 5 | instr_out[4] | rd_add_ins[2]
-- what timing repair did --
action                     CTS  global route
gates cloned                 1             0
setup buffers               12             0
setup endpoints to repair   27            11
pin swaps                   17             2
resized                    109            16
-- cell families (layout without fill, tap and decap cells) --
kind of cell	count (synthesis)	count (layout)	synth area share [%]
buffers and inverters	24	72	25.2
AND-OR/OR-AND	31	31	34.6
multiplexers	1	1	3.95
AND/OR/NAND/NOR	25	25	20.7
adder cells (fa/ha/maj)	8	8	15.0
other	1	5	0.563
-- layout make-up --
| class | instances | area [µm²] | share of cell area (%) |
|---|---|---|---|
| multi-input cells | 70 | 618 | 49.1 |
| inverters | 5 | 30.0 | 2.38 |
| repair buffers | 67 | 554 | 44.0 |
| well taps | 46 | 57.6 | 4.57 |
-- per-layer routing --
layer / up-vias / GRT usage (%) / share of wire (%)
met5: - / 0 / 0
met4: 0 / 0.176 / 0
met3: 0 / 1.02 / 4.9
met2: 23 / 13.7 / 50
met1: 412 / 10.4 / 45
li1: 416 / - / -
-- Yosys cell counts, drive strengths merged (2+ instances only) --
library cell  number  area [µm²]
a21o               2        15.0
and2               2        12.5
nor2               6        22.5
nand2              5        23.8
ha                 8         100
nor3               3        15.0
nand3              3        15.0
a311oi             3        32.5
a211oi             3        22.5
o31ai              2        15.0
a31oi              2        12.5
a21oi              6        30.0
buf               18         145
o211ai             2        15.0
nand2b             2        20.0
inv                5        18.8
o21ai              4        20.0
-- power groups by stage --
stage	registers [W]	logic, W	clock network, W
after global routing	0	0.000289	0
final	0	0.000262	0
after CTS	0	0.000255	0
-- critical path, cell delays in order --
cell and delay (ns):
buf_6 0.10, buf_6 0.13, ha_4 0.15, mux4_2 0.45, nor2b_1 0.13, buf_2 0.12
-- cells in the final DEF, fill, tap and decap left out, types with 2 or more instances in the layout --
master and n:
conb_1 5, buf_4 23, clkdlybuf4s15_1 2, buf_2 17, nor2_1 4, nand3_1 3, ha_1 3, dlygate4sd2_1 8
and2_1 2, nand2_1 3, a31oi_1 2, ha_4 3, ha_2 2, o211ai_1 2, a21o_1 2, a211oi_2 2
clkbuf_2 3, buf_6 11, a21oi_1 5, nor3_1 2, a311oi_2 3, o21ai_1 3
-- per-stage QoR --
step / utilization, % / TNS, ns / instances / setup slack, ns
4_1_cts: 36.5 / -0.0906 / 190 / -0.0633
3_5_place_dp: 32.5 / -17.47 / 177 / -0.814
6_report: 36.9 / 0 / 188 / 0.0528
2_1_floorplan: - / 0 / 94 / 0.105
5_1_grt: 36.9 / 0 / 188 / 0.00240
3_3_place_gp: 32.5 / -17.25 / 177 / -0.801
Power and IR drop assume default switching activity.
