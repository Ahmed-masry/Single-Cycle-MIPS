**flow/config.mk**
```make
export PLATFORM = sky130hd
export DESIGN_NAME = Data_Memeory_MIPS
export DESIGN_NICKNAME = Data_Memeory_MIPS
export VERILOG_FILES = /design/flow/design.v
export SDC_FILE = /design/flow/constraint.sdc
export NUM_CORES = 4
export LEC_CHECK = 1
export CORE_UTILIZATION = 30
```
**flow/constraint.sdc**
```tcl
current_design Data_Memeory_MIPS

set clk_period 14.2
set clk_io_pct 0.2

create_clock -name clk0 -period $clk_period [get_ports {clk}]

set non_clock_inputs [all_inputs -no_clocks]
set_input_delay [expr $clk_period * $clk_io_pct] -clock clk0 $non_clock_inputs
set_output_delay [expr $clk_period * $clk_io_pct] -clock clk0 [all_outputs]
```
**flow/design.v**
```verilog
module Data_Memeory_MIPS 
#(parameter mem_add_width  = 32 , 
            mem_width      = 32 ,
            mem_depth      = 256
  )
(  
  input wire                                 clk,rst,
  input wire                                 wr_en_mem,
  input wire  [mem_add_width - 1 : 0]        add_mem,
  input wire  [mem_width - 1 : 0]            wrd_mem,
  output wire [mem_width - 1 : 0]            rdd_mem,
  output wire [mem_width - 1 : 0]            test_value
);
reg [mem_width - 1 : 0] mem [mem_depth - 1 : 0];
integer i ;
always @(posedge clk,negedge rst)
  begin
    if(!rst)
      begin
        for (i = 0 ; i < mem_depth ; i = i + 1)
          begin
            mem[i] <= 'b0;
          end
      end
    else if (wr_en_mem)
      begin
        mem[add_mem] <= wrd_mem ;
      end
  end
assign rdd_mem    = mem [add_mem] ;
assign test_value = mem[0] ;
endmodule 
```
**flow/run.sh**
```bash
#!/bin/bash
# OpenROAD 26Q1-2900-gdf79404cd8, Yosys 0.63+post, stock flow scripts
make -C /OpenROAD-flow-scripts/flow DESIGN_CONFIG=/design/flow/config.mk WORK_HOME=/design/flow/orfs finish
```
==> impl_metrics.py <==
# Metrics from the implementation run
metrics = {
    "drt": {
        "vias": 257000,
        "vias_per_cell": 5.91,
        "drcViolationCount": 0,
        "antenna_violating_nets_post_route": 0,
        "wl_per_cell_um": 37.2,
        "drtPass1Iterations": 9,
        "wirelength_um": 1620000,
        "drt_iter0_markers": 24800,
    },
    "logic_synthesis": {
        "syn_area_per_cell_um2": 13.4,
        "ys_warn_count": 2,
        "edf_count": 0,
        "synth_top_cell_by_count": "dfrtp_1",
        "synth_cells": 26800,
        "async_flop_share": 1.00,
        "top_cells_by_count": "dfrtp_1, mux2_2, a22oi_1",
        "seq_area_frac_synth": 0.569,
        "ys_chip_area_um2": 360000,
        "ys_ff": 8192,
        "synth_cell_type_count": 73,
        "synth-main-ff-cell": "dfrtp_1",
        "synth_area_um2": 360000,
        "largest_area_cell": "dfrtp_1",
        "area_leaders": "dfrtp_1, mux2_2, a22oi_1",
        "top_cell_area_share": 0.569,
        "ys_cells": 26800,
    },
    "cts": {
        "path_clk_slew_ns": 0.06,
        "cts_tree": "done",
        "cts_resized": 0,
        "cts_root_buf": "clkbuf_16",
        "post_cts_buffers": 0,
        "clk_latency_ns": 1.14,
        "holdBufCountCts": 0,
        "h-tree-depth": 6,
        "cts_sinks": 8192,
        "clock_path_buffers": 5,
        "cts_inserted_buffers": 882,
    },
    "floorplanning": {
        "die_w_um": 1100,
        "fp_util": 0.301,
        "die_y_um": 1100,
        "coreArea_um2": 1200000,
        "io_pins": 131,
        "num_rows": 402,
        "die_area_um2": 1200000,
    },
    "hold_path": {
        "hold_class": "register to register",
        "holdPathStages": 1,
        "hold_end": "mem[162][20]",
        "min_from": "mem[162][20]",
    },
    "setup_path": {
        "regToRegEndpoint": "mem[0][14]",
        "max_stage_delay_ns": 1.21,
        "arrival_ns": 10.25,
        "startpoint_type": "input port",
        "endpoint_kind": "output port",
        "cpMostUsedCell": "buf_4",
        "path_class": "input port to output port",
        "worstPathMaxFanout": 45,
        "slowest_stage": "nor4_2",
        "cp.required_ns": 11.36,
        "timing.rr.start": "mem[0][14]",
        "critical_path.cell_chain": "buf_2 -> buf_4 -> or4b_4 -> buf_4 -> nor2_2 -> buf_4 -> a22o_1 -> or4_1 -> nor4_2 -> buf_4 -> and4_1 -> o211ai_1 -> clkdlybuf4s50_1",
        "ff2ff_setup_slack_ns": 13.23,
        "r2r_cells": 1,
    },
    "final_timing": {
        "finalHoldViolCount": 0,
        "grt_setup_unrepaired": "false",
        "min_period_ns": 13.09,
        "finalSetupViolCount": 0,
        "clock.fmax_mhz": 76.4,
        "slew_viol_final": 4,
        "fin_skew_ns": 0,
        "relSlewSlack": -0.0837,
        "timing.final.crit_share": 0.922,
        "tightest_slew_ns": 1.61,
        "tns_ns": 0,
    },
    "cells_and_area": {
        "largest-register": "mem",
        "reg.largest.list": "mem: 8192 flops",
        "largest_register_ffs": 8192,
        "area_delta_synth_final_pct": 14.9,
        "drive_gt1_frac": 0.422,
        "post-route-util": 0.345,
    },
    "placement": {
        "hpwl_um": 1090000,
        "gp_congestion": 1.05,
        "io_buffers": 106,
    },
    "global_routing": {
        "gr-total-overflow": 0,
        "track_usage": 0.273,
        "grt_pass1_wl_um": 2190000,
        "antenna_found_initial": 253,
        "grt_pass1_vias": 256000,
        "grt_max_degree": 137,
    },
    "power": {
        "p_per_area_nw_per_um2": 123,
        "irDropWorstVdd_mv": 0.127,
        "p_leak_nw": 198,
    },
    "job": {
        "log.warning_count": 139,
        "drv_cap": 2,
    },
    "outcome": {
        "violations": "capacitance limit, slew limit",
        "status": "complete, but fails checks",
    },
}
-- critical path: cells and delay by family --
family	cells	cell delay, ns
AND-OR/OR-AND	2	0.84
buffers and inverters	6	3.08
AND/OR/NAND/NOR	5	3.36
-- cells by family (layout without fill, tap and decap cells) --
kind of cell	Yosys count	in the layout	synth area share
AND/OR/NAND/NOR	3317	3317	0.0514
buffers and inverters	2947	3145	0.0339
other	0	574	0
XOR/XNOR	2	2	0.0000487
flip-flops	8192	8192	0.569
AND-OR/OR-AND	4127	4127	0.0889
multiplexers	8197	8197	0.256
-- cells in the final DEF (no fill, tap or decap), types with 202 or more instances in the layout --
master     count
dfrtp_1     8192
clkbuf_1     235
buf_4       1403
mux2_2      8030
a222oi_1     286
a2111oi_0    205
diode_2      574
o22ai_1      353
clkbuf_16    888
and3_1       641
a22oi_1     2287
nand2_1      202
nand3_1      969
a22o_1       336
clkbuf_8     217
nand4_1      435
-- per-layer routing --
layer	global-route usage	vias up	share of wire
li1	-	101000	-
met1	0.307	135000	0.34
met2	0.355	15800	0.40
met3	0.194	4882	0.17
met4	0.194	182	0.090
met5	0.0723	-	0.0059
-- cell type report --
class                    count  area [µm²]
well taps                16000       20000
clock inverters            204        2410
clock buffers             1340       26100
fillers                 113000      784000
inverters                   35         131
diodes                     574        1440
repair buffers            1566       12900
multi-input cells        15600      146000
flip-flops and latches    8192      205000
-- worst max-delay path by stage --
stage                 cells after the start          end        from
after global routing                     13  rdd_mem[14]  add_mem[0]
after CTS                                13  rdd_mem[14]  add_mem[0]
final                                    13  rdd_mem[14]  add_mem[0]
-- per-stage QoR --
step / instances / area (µm²) / setup WS, ns / power, mW / hold WS, ns
after detailed placement: 41400 / 384000 / 1.73 / 28.3 / 0.474
final: 43500 / 414000 / 1.11 / 51.0 / 0.485
after global placement: 41400 / 384000 / 1.66 / 28.2 / 0.465
after CTS: 42900 / 412000 / 1.71 / 51.1 / 0.488
after global routing: 43400 / 413000 / 1.56 / 52.4 / 0.502
after floorplan: 26800 / 360000 / 6.30 / 26.7 / 0.456
-- power by group --
group	switching [mW]	internal (mW)
sequential	0.531	24.4
combinational	1.97	1.04
clock	9.69	13.4
total	12.2	38.9
Power is estimated from default activity; no workload was simulated.
