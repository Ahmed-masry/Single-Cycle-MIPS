[flow/config.mk]
export PLATFORM = sky130hd
export DESIGN_NAME = Register_File_MIPS
export DESIGN_NICKNAME = Register_File_MIPS
export VERILOG_FILES = /design/flow/design.v
export SDC_FILE = /design/flow/constraint.sdc
export NUM_CORES = 4
export LEC_CHECK = 1
export CORE_UTILIZATION = 50
[flow/constraint.sdc]
current_design Register_File_MIPS

set clk_period 11.7
set clk_io_pct 0.2

create_clock -name clk0 -period $clk_period [get_ports {clk}]

set non_clock_inputs [all_inputs -no_clocks]
set_input_delay [expr $clk_period * $clk_io_pct] -clock clk0 $non_clock_inputs
set_output_delay [expr $clk_period * $clk_io_pct] -clock clk0 [all_outputs]
[flow/design.v]
module Register_File_MIPS
#(parameter reg_add_width  = 5 , 
            reg_width      = 32 ,
            reg_depth      = 32
  )
 (
  input wire                              clk,rst,
  input wire                              wr_en_rf,
  input wire  [reg_add_width - 1 : 0]     rd_add_rf1,rd_add_rf2,wr_add_rf,
  input wire  [reg_width - 1 : 0]         wrd_rf,
  output wire [reg_width - 1 : 0]         rdd1_rf,
  output wire [reg_width - 1 : 0]         rdd2_rf
);
reg [reg_width - 1 : 0 ] reg_file [reg_depth -  1 : 0];
integer i;
always @(posedge clk,negedge rst)
  begin
    if(!rst)
      begin
        for (i=0; i<reg_depth; i=i+1)
          begin
            reg_file[i] <= 'b0;
          end
      end
    else if (wr_en_rf)
      begin
        reg_file[wr_add_rf] <= wrd_rf;
      end
  end
assign rdd1_rf = (rd_add_rf1 != 0)? reg_file[rd_add_rf1] : 'b0;
assign rdd2_rf = (rd_add_rf2 != 0)? reg_file[rd_add_rf2] : 'b0;
endmodule 
[flow/run.sh]
#!/bin/bash
# OpenROAD 26Q1-2900-gdf79404cd8, Yosys 0.63+post, stock flow scripts
make -C /OpenROAD-flow-scripts/flow DESIGN_CONFIG=/design/flow/config.mk WORK_HOME=/design/flow/orfs finish
==> impl_metrics.env <==
# source this file to load flow results
export IMPL_status="complete, but fails checks"
export IMPL_violations="antenna rules"
export IMPL_cts_buffer_depth=3
export IMPL_async_flop_share=1.00
export IMPL_path_class="primary input to primary output"
export IMPL_final_util=0.572
export IMPL_top_cell_area_share=0.493
export IMPL_yosys_warnings=2
export IMPL_final_area_um2=57200
export IMPL_core_um2=100000
export IMPL_first_pass_iters=9
export IMPL_drive_gt1_frac=0.359
export IMPL_r2r_cells=1
export IMPL_ir_drop_v=0.000130
export IMPL_ctsHoldBuffers=0
export IMPL_top_cell="mux2_2"
export IMPL_wl_per_cell_um=46.5
export IMPL_drc=0
export IMPL_cts_tree="done"
export IMPL_die_area_um2=102000
export IMPL_whs_path_depth=1
export IMPL_max_slew_margin_rel=0.132
export IMPL_stdcell_count=5619
export IMPL_yosysUniqueCellTypes=63
export IMPL_die_h_um=319
export IMPL_grt_usage=0.539
export IMPL_ff2ff_setup_slack_ns=10.69
export IMPL_rsz0062_at_grt="no"
export IMPL_warnings=53
export IMPL_cp_startpoint="rd_add_rf1[4]"
export IMPL_endpoint="rdd1_rf[23]"
export IMPL_syn2layout_area_growth_pct=13.5
export IMPL_grt_pass1_vias=43300
export IMPL_dp_cells=5384
export IMPL_fin_hold_ws_ns=0.520
export IMPL_gp_congestion=1.03
export IMPL_r2r_end="reg_file[4][7]"
export IMPL_ys_seq_frac=0.493
export IMPL_fin_crit_sh=0.796
export IMPL_cp_start_kind="primary input"
export IMPL_cts_resized=0
export IMPL_synth_area_um2=50400
export IMPL_cap_violations=0
export IMPL_regMostFlops="reg_file"
export IMPL_overflow=0
export IMPL_cp_cell_sequence="clkdlybuf4s50_1, buf_4, and2_2, buf_4, and2_2, buf_4, a22oi_1, nand4_1, or4_1, clkdlybuf4s50_1"
export IMPL_top_cells_by_area="dfrtp_1 49%, mux2_2 22%, a22oi_1 9.6%, and3_1 4.3%, clkbuf_1 2.1%"
export IMPL_grt_max_degree=116
export IMPL_grt_pass1_wl_mm=358
export IMPL_cp_max_fo=33
export IMPL_hpwl_mm=152
export IMPL_critPathSlowestCell="and2_2"
export IMPL_antenna_found_initial=30
export IMPL_largest_reg_flops=992
export IMPL_arrival_ns=6.98
export IMPL_clockRootBuffer="clkbuf_16"
export IMPL_finalHoldViolCount=0
export IMPL_critPathMaxStageDelay_ns=0.99
export IMPL_routed_via_density=7.95
export IMPL_rows=116
export IMPL_top_regs="reg_file (992)"
export IMPL_clock_latency_ns=0.71
export IMPL_yosys_area_um2=50400
export IMPL_slew_violations=0
export IMPL_io_buffers=113
export IMPL_io_pins=114
export IMPL_worstMarginPinSlew_ns=1.27
export IMPL_cp_common_cell="buf_4"
export IMPL_syn_area_per_cell_um2=11.9
export IMPL_path_clk_slew_ns=0.06
export IMPL_hp_class="flop to flop"
export IMPL_die_width_um=319
export IMPL_max_freq_mhz=107
export IMPL_power_mw=9.89
export IMPL_fin_setup_tns_ns=0
export IMPL_antenna_left=1
export IMPL_setup_viol=0
export IMPL_yosysCellCount=4217
export IMPL_finClkSkew_ns=0
export IMPL_end_kind="primary output"
export IMPL_top_area_cell="dfrtp_1"
export IMPL_cts_sinks=992
export IMPL_placed_area_um2=53200
export IMPL_finalWirelength_mm=261
export IMPL_cts_setup_buffers=0
export IMPL_p_per_area_nw_per_um2=173
export IMPL_r2r_start="reg_file[4][7]"
export IMPL_edf_count=0
export IMPL_cp_required_ns=9.36
export IMPL_detailroute_via_count=44700
export IMPL_fp_util=0.504
export IMPL_syn_inst=4217
export IMPL_finalWorstSetupSlack_ns=2.38
export IMPL_dpl_worst_slack_ns=2.71
export IMPL_ff_type="dfrtp_1"
export IMPL_drt_iter0_drc=6527
export IMPL_common_cells="1000 x mux2_2, 992 x dfrtp_1, 642 x a22oi_1, 346 x and3_1, 287 x clkbuf_1"
export IMPL_ys_flops=992
export IMPL_p_leak_nw=26.0
export IMPL_final_min_clock_period_ns=9.32
export IMPL_cts_max_level=3
export IMPL_numCtsBuffers=108
[cells in the final DEF (no fill, tap or decap), types with 16 or more instances in the layout]
cell,count
and2_2,35
clkinv_2,17
clkbuf_16,111
nand3_1,178
and3_1,342
bufinv_16,16
nand2_1,45
dfrtp_1,992
diode_2,38
clkdlybuf4s50_1,110
nand4_1,113
a2111oi_0,89
buf_4,211
nor2_4,28
a222oi_1,27
clkbuf_8,25
or4_1,60
a22oi_1,642
mux2_2,1000
a2111oi_2,17
[worst min-delay path by stage]
stage,slack (ns),from,to
CTS,0.52,reg_file[26][1],reg_file[26][1]
global route,0.53,reg_file[26][1],reg_file[26][1]
finish,0.52,reg_file[26][1],reg_file[26][1]
[critical path: cells and delay by family]
| kind | cells | cell delay [ns] |
|---|---|---|
| compound gates | 1 | 0.14 |
| simple gates | 4 | 2.08 |
| buf+inv | 5 | 2.32 |
[area by class of cell]
cell class / count / area (um^2)
tap: 1298 / 1620
clock buffer: 151 / 3180
inverter: 2 / 7.51
timing repair buffer: 328 / 2790
fill: 8258 / 42800
clock inverter: 46 / 689
sequential: 992 / 24800
antenna: 38 / 95.1
multi-input combinational: 2764 / 23900
[routing by layer]
metal  vias up  GRT usage  share of wire  routed length (um)
met5         -     0.0251         0.0013                 337
met3      1537      0.354           0.18               46400
met1     22400      0.689           0.34               90000
li1      16400          -              -                   -
met2      4374      0.677           0.39              102000
met4        20      0.339          0.089               23200
[cells by family (layout without fill, tap and decap cells)]
group | after synthesis | in the layout | share of synthesized area
flip-flops | 992 | 992 | 0.493
AND-OR/OR-AND | 843 | 843 | 0.133
other | 0 | 38 | 0
AND/OR/NAND/NOR | 912 | 912 | 0.108
buffers and inverters | 461 | 527 | 0.0403
multiplexers | 1009 | 1009 | 0.225
[power by group]
| group | total [mW] | switching [mW] | internal [mW] | leakage (nW) |
|---|---|---|---|---|
| sequential | 4.76 | 0.662 | 4.10 | 12.7 |
| clock | 3.75 | 1.51 | 2.24 | 1.90 |
| combinational | 1.37 | 0.646 | 0.729 | 11.4 |
| total | 9.89 | 2.82 | 7.07 | 26.0 |
Power and IR drop assume default switching activity.
